==> flow/design.v <==
`timescale 1ns / 1ps
module CSA(c_in, a, b, s, c_out);
    input [14:0] c_in, a, b;
    output [14:0] s, c_out;
    generate
    genvar i;
    for (i = 0; i <= 14; i = i + 1) begin : fa15
        FA2 fa(a[i], b[i], c_in[i], s[i], c_out[i]);
    end
    endgenerate
endmodule
`timescale 1ns / 1ps
module CSAres(a, b, s);
    input [15:0] a, b;
    output [31:0] s;
    (* keep = "true" *) wire [15:0] p [15:0];
    (* keep = "true" *) wire [14:0] res [15:0];
    (* keep = "true" *) wire [14:0] c [15:0];
    (* keep = "true" *) wire [14:0] rcares;
    (* keep = "true" *) wire rca_cout;
    generate
    genvar i;
    for(i = 0; i <= 15; i = i + 1) begin : csa32
        assign p[i] = (b[i] == 1)? a: 16'b0;
        if(i == 0) begin
            assign s[i] = p[i];
            assign res[i] = p[i][15:1];
            assign c[i] = 0;
        end else if(i == 1) begin
            CSA csa16(c[i-1], res[i-1], p[i][14:0], res[i], c[i]);
            assign s[i] = res[i][0]; 
        end else begin
            CSA csa16(c[i-1], {p[i-1][15], res[i-1][14:1]}, p[i][14:0], res[i], c[i]);
            assign s[i] = res[i][0];
        end
    end
    endgenerate
    RCA15 rca(c[15], {p[15][15], res[15][14:1]}, rcares, rca_cout);
    assign s[30:16] = rcares;
    assign s[31] = rca_cout;
endmodule
`timescale 1ns / 1ps
module FA2(a, b, c_in, s, c_out);
    input a, b, c_in;
    output s, c_out;
    assign s = a ^ b ^ c_in;
    assign c_out = (a & b) | (b & c_in) | (c_in & a);
endmodule
`timescale 1ns / 1ps
module HA2(a, b, s, c_out);
    input a, b;
    output s, c_out;
    assign s = a ^ b;
    assign c_out = a & b;
endmodule
`timescale 1ns / 1ps
module RCA15(a, b, res, c_out);
    input [14:0] a, b;
    output [14:0] res;
    output c_out;
    (* keep = "true" *) wire [14:0] c;
    assign c_out = c[14];
    generate
    genvar i;
    for (i = 0; i <= 14; i = i + 1) begin : fa16
        if(i == 0)
            HA2 ha(a[i], b[i], res[i], c[i]);
        else
            FA2 fa(a[i], b[i], c[i-1], res[i], c[i]);
    end
    endgenerate
endmodule
==> flow/run.sh <==
#!/bin/bash
# OpenROAD 26Q1-2900-gdf79404cd8, Yosys 0.63+post, stock flow scripts
make -C /OpenROAD-flow-scripts/flow DESIGN_CONFIG=/design/flow/config.mk WORK_HOME=/design/flow/orfs finish
==> flow/config.mk <==
export PLATFORM = sky130hd
export DESIGN_NAME = CSAres
export DESIGN_NICKNAME = CSAres
export VERILOG_FILES = /design/flow/design.v
export SDC_FILE = /design/flow/constraint.sdc
export NUM_CORES = 4
export LEC_CHECK = 1
export CORE_UTILIZATION = 50
export SYNTH_HDL_FRONTEND = slang
==> flow/constraint.sdc <==
current_design CSAres

set clk_period 27.0
set clk_io_pct 0.2

create_clock -name clk0 -period $clk_period

set non_clock_inputs [all_inputs -no_clocks]
set_input_delay [expr $clk_period * $clk_io_pct] -clock clk0 $non_clock_inputs
set_output_delay [expr $clk_period * $clk_io_pct] -clock clk0 [all_outputs]
==> impl_metrics.json <==
{
  "status": "complete, no violations",
  "grt_max_degree": 22,
  "slowest_stage": "clkdlybuf4s50_1",
  "row_count": 43,
  "setup_slack_ns": 1.61,
  "routedWlPerCell_microns": 10.9,
  "n_clock_buffer": 0,
  "core_region_area_sq_mm": 0.0141,
  "met3_usage": 0.0108,
  "tns_ns": 0,
  "cts_resized": 0,
  "worst-setup-path-type": "input port to output port",
  "worst-slew-pin-transition_ns": 0.596,
  "core_util_floorplan": 0.519,
  "portBuffers": 64,
  "fin_hold_ws_ns": 11.97,
  "cp_data_arrival_time_ns": 19.99,
  "ys_warn_count": 0,
  "rsz0062_at_grt": "no",
  "crit_path_start": "a[14]",
  "dpl.hpwl_microns": 9460,
  "tool_warnings": 32,
  "initialDrtViolationCount": 57,
  "relSlewSlack": 0.601,
  "use_met2": 0.292,
  "worstSetupEndpointType": "output port",
  "wirelength_microns": 10200,
  "drive_gt1_frac": 0.0186,
  "cp_max_fo": 16,
  "antenna_found_initial": 0,
  "synth_cells": 751,
  "ctsHoldBuffers": 0,
  "final_core_util": 0.554,
  "route.detailed.drc": 0,
  "synth_area_per_cell_sq_um": 9.73,
  "ff_count": 0,
  "hold_depth": 4,
  "worstSetupStartpointType": "input port",
  "hp-class": "input port to output port",
  "grt_pass1_vias": 4741,
  "overflow": 0,
  "regArea_sq_um": 0,
  "viasPerCell": 4.86,
  "period_used_share": 0.940,
  "netlist_area_sq_mm": 0.00731,
  "place_ws_ns": 1.54,
  "grtUsageTotal": 0.167,
  "dieArea_sq_mm": 0.0151,
  "post_cts_buffers": 0,
  "grt_pass1_wl_microns": 19800,
  "ant_nets": 0,
  "antenna_cells": 0,
  "setup_viol": 0,
  "layout_top_cell": "fa_1",
  "crit_end": "s[30]",
  "lay_top_cells": "fa_1, and2_1, inv_1, clkdlybuf4s50_1, nand2_1",
  "vias": 4526,
  "max_cap_viol_count": 0,
  "gp_congestion": 0.785,
  "top_usage_layer": "met2",
  "fp.dieH_microns": 123,
  "fin_crit_ns": 25.39,
  "slowest_delay_ns": 0.66,
  "dieWidth_microns": 123,
  "ios": 64,
  "hold_viol_final": 0,
  "area_growth_syn_to_layout_pct": 6.86,
  "drv_slew": 0,
  "firstDrtPassIters": 4,
  "met1_usage": 0.268,
  "fmax_mhz": 39.4,
  "crit_path_frequent_cell": "fa_1",
  "critical_path_required_ns": 21.60
}
critical path, delay by kind of cell:
kind,cells,cell delay (ns)
and+or+nand+nor,1,0.29
buffers and inverters,8,1.40
adders and majority gates,30,12.90
stage by stage:
step                      cell area [sq um]  std cells
after floorplan                        7310        751
after global placement                 7810        931
after detailed placement               7810        931
after CTS                              7810        931
after global routing                   7810        931
final                                  7810        931
worst min-delay path by stage:
stage | from | endpoint | slack, ns
final | a[0] | s[0] | 11.97
after global routing | a[0] | s[0] | 12.03
after CTS | a[0] | s[0] | 11.99
cell type report:
cell class         count  area [sq um]
fillers             1273          6280
inverters            165           619
multi-input cells    521          6320
well taps            180           225
repair buffers        65           648
per-layer routing:
metal | wire, microns | part of all wire
met5 | 0 | 0
met4 | 0 | 0
met3 | 132 | 0.013
met2 | 5530 | 0.54
met1 | 4530 | 0.44
